File: flow/config.mk
export PLATFORM = sky130hd
export DESIGN_NAME = spi_master
export DESIGN_NICKNAME = spi_master
export VERILOG_FILES = /design/flow/design.v
export SDC_FILE = /design/flow/constraint.sdc
export NUM_CORES = 4
export LEC_CHECK = 1
export CORE_AREA = 10 10 112 112
export DIE_AREA = 0 0 122 122
File: flow/constraint.sdc
current_design spi_master

set clk_period 3.1
set clk_io_pct 0.2

create_clock -name clk0 -period $clk_period [get_ports {sys_clk}]

set non_clock_inputs [all_inputs -no_clocks]
set_input_delay [expr $clk_period * $clk_io_pct] -clock clk0 $non_clock_inputs
set_output_delay [expr $clk_period * $clk_io_pct] -clock clk0 [all_outputs]
File: flow/design.v
`timescale 1ns / 1ps
module clk_divider(
input  wire                   i_clk,
input  wire                   i_rst,
input  wire                   i_tx_vd,
input  wire                   i_clk_pol,
output wire                   o_clk,
output reg                    o_leading_edge,
output reg                    o_trailing_edge,
output reg   [2:0]            o_bit_count,
output reg   [2:0]            o_byte_count
    );
reg                           o_spi_clk;
reg                           start_capture_clk;
always @(posedge i_clk or negedge i_rst )
  begin 
        if (!i_rst )
		begin
	        o_bit_count<='b0;
            start_capture_clk <= 1'b0;			
		end
	    else if (i_tx_vd )
	        o_bit_count<='b0;
	    else
			begin
                start_capture_clk <= 1'b1;			
		        o_bit_count <= o_bit_count +1;
	        end 
  end 
  always @(posedge i_clk or negedge i_rst )
    begin 
        if (!i_rst )
  	        o_byte_count<='b0;
  	    else if (o_bit_count == 'b111)  
  		    o_byte_count <= o_byte_count +1;
  	    else   
            o_byte_count <= o_byte_count ;
    end 
always @(posedge i_clk or negedge i_rst)
	begin
		if (!i_rst)
			begin
				o_trailing_edge<= 1'b0;
			end 
		else if (o_bit_count == 3'b110)
		    begin 
				o_trailing_edge<= 1'b1;
			end 
        else 
            begin 
				o_trailing_edge<= 1'b0;
            end 			
	end 
always @(posedge i_clk or negedge i_rst)
	begin
		if (!i_rst)
			begin
				o_leading_edge <= 1'b0;
			end 
		else if (o_bit_count == 3'b010)
		    begin 
				o_leading_edge <= 1'b1;
			end 
        else
            begin 
				o_leading_edge <= 1'b0;
            end 			
	end 
  always @(posedge i_clk or negedge i_rst)
   begin 
        if (!i_rst)
		begin 
		        o_spi_clk <='b0;
	    end 
	    else if(o_bit_count == 'b011 )
			begin 
			    o_spi_clk <= ! o_spi_clk; 
            end 
		else if(o_bit_count == 'b111)
		    begin
			    o_spi_clk <= ! o_spi_clk;
			end 
        else  
           begin   
                o_spi_clk <= o_spi_clk;				
           end		   
	end  
assign o_clk = (i_clk_pol & start_capture_clk)? o_spi_clk: !o_spi_clk;
endmodule
module shift_reg_miso   
 (
input 	wire  		           i_clk              ,
input 	wire                   i_rst              ,
input 	wire                   i_tx_vd            ,  
input  	wire [7:0] 	           i_tx_parallel      ,
input	wire [2:0] 	           i_bit_count        ,
input	wire [2:0]             i_byte_count       ,
input	wire		           i_leading_edge     ,
output  reg  		           o_mosi             ,
output  reg                    o_tx_slv_ready
);
reg 	[7:0]	q;
reg             start_op;
always @(posedge i_clk or negedge i_rst )
	begin 
		if (!i_rst )
			begin 
				q      <= 8'b0;
				o_mosi <= 1'b0;
				o_tx_slv_ready <= 'b0;
			end
		else if(i_tx_vd)
			begin
				q      <= i_tx_parallel;			 
				o_mosi <= 1'b0;				         
            end  				
		else if(i_leading_edge)
			begin 
				o_tx_slv_ready   <= 1'b1;            
				{o_mosi, q[7:1]} <= q[7:0];	         
			end	
		else 
		    begin 
				o_tx_slv_ready <= 'b0;					
			end
 end 
endmodule
module shift_reg_mosi (
input   wire            i_clk             ,  
input   wire            i_rst             ,
input   wire            i_miso            ,
input   wire            i_tx_vd           ,
input   wire[2:0]       i_bit_count       ,
input   wire[2:0]       i_byte_count      ,
input   wire            i_trailing_edge   ,
output  reg [7:0]       o_rx_parallel     ,
output  reg             o_tx_device_ready
);
reg         [7:0]       q;
always @(posedge i_clk or negedge i_rst )
begin 
	if (!i_rst)
		begin  
			q  <= 'b0;
	    end 
	else if (i_trailing_edge)
		begin 
            q[0] <= i_miso;                  
            q[1] <= q[0];
            q[2] <= q[1];
            q[3] <= q[2];
            q[4] <= q[3];
            q[5] <= q[4];
            q[6] <= q[5];
            q[7] <= q[6];
		end 
end 
always @(posedge i_clk or negedge i_rst )
begin 
	if (!i_rst)
		begin  
		    o_rx_parallel     <= 8'b0;       
		    o_tx_device_ready <= 1'b0;
	    end 
	else if ((i_byte_count == 3'b111)&&(i_bit_count == 3'b111))
	    begin 
			o_rx_parallel     <= q;          
			o_tx_device_ready <= 1'b1;
		end 
	else 
		begin 
	    	o_tx_device_ready <= 0;
	    end 
end 
endmodule
module spi_master (
input  wire               sys_clk                ,
input  wire               sys_rst                ,
input  wire               i_miso                 ,
input  wire               i_tx_vd                ,
input  wire               i_clk_pol              ,
input  wire  [7:0]        i_tx_parallel          ,
output wire  [7:0]        o_rx_parallel          ,
output wire               o_mosi                 ,
output wire               o_spi_clk              , 
output wire               o_tx_slv_ready         ,
output wire               o_tx_device_ready      ,
output wire               o_leading_edge         , 
output wire               o_trailing_edge        ,
output wire   [2:0]       o_bit_count            ,
output wire   [2:0]       o_byte_count
);
clk_divider U1 (
.i_clk           (sys_clk             )          , 
.i_rst           (sys_rst             )          , 
.i_tx_vd         (i_tx_vd             )          , 
.i_clk_pol       (i_clk_pol           )          , 
.o_clk           (o_spi_clk           )          , 
.o_leading_edge  (o_leading_edge      )          ,
.o_trailing_edge (o_trailing_edge     )          , 
.o_bit_count     (o_bit_count         )          , 
.o_byte_count    (o_byte_count        )           
);                                          
shift_reg_miso U2 (  
.i_clk           (sys_clk	          )          ,    
.i_rst           (sys_rst             )          ,
.i_tx_vd         (i_tx_vd             )          ,
.i_tx_parallel   (i_tx_parallel       )          ,
.i_bit_count     (o_bit_count         )          ,
.i_byte_count    (o_byte_count        )          ,
.i_leading_edge  (o_leading_edge      )          ,			      
.o_mosi          (o_mosi              )          ,
.o_tx_slv_ready  (o_tx_slv_ready      )
);
shift_reg_mosi U3 (
.i_clk            (sys_clk            )          ,
.i_rst            (sys_rst            )          ,
.i_miso           (i_miso             )          ,
.i_tx_vd          (i_tx_vd            )          ,
.i_byte_count     (o_byte_count       )          ,
.i_bit_count      (o_bit_count        )          ,
.i_trailing_edge  (o_trailing_edge    )          ,
.o_rx_parallel    (o_rx_parallel      )          ,
.o_tx_device_ready(o_tx_device_ready  )
);
endmodule
File: flow/run.sh
#!/bin/bash
# OpenROAD 26Q1-2900-gdf79404cd8, Yosys 0.63+post, stock flow scripts
make -C /OpenROAD-flow-scripts/flow DESIGN_CONFIG=/design/flow/config.mk WORK_HOME=/design/flow/orfs finish
==> deck_impl_summary.md <==
Synthesis and Place & Route Summary

Run status
  • Outcome: finished, final reports clean

Clock network
  • Clock root cell: clkbuf_8
  • Maximum clock insertion buffer count: 2
  • TritonCTS clock tree: yes
  • Post-cts sizing count: 0
  • H-Tree Depth: 2
  • Post-CTS Setup Inserts: 0
  • CTS clk-pin slew, worst paths: 80 ps
  • CTS buffer count: 5
  • # hold bufs at CTS: 0
  • Worst skew pair latency: 290 ps
  • Clock Sinks: 37

Drt
  • Antenna viol nets, final: 0
  • Remaining DRCs: 0
  • DRT Wirelength: 3080 um
  • Via Count: 879
  • Initial DRC Count: 60
  • # diodes: 0
  • Detail-routed via count per cell: 3.14
  • Drt pass-1 iters: 2
  • DR WL/cell: 11.0 um

Synth
  • Yosys Chip Area: 1500 um^2
  • Flip-flops with a built-in enable: 0
  • Post-synth cell types: 16
  • Post-synthesis area per instance: 14.2 um^2
  • Mapped cell area: 1500 um^2
  • Ys cells: 106
  • Yosys warns: 3
  • Async S/R FF share, synth: 100%
  • Cells after Synth: 106
  • Synth flops: 37
  • Most common reg cell: dfrtp_1
  • Seq share, synth: 61.6%

Pwr
  • Logic pwr share: 10.9%
  • P_sw: 0.244 mW
  • Clk pwr share: 38.9%
  • Sw Ratio: 22.0%
  • Final Total Pwr: 1.11 mW
  • Worst vdd ir: 219 uV
  • Power Dens Cells: 530 nW/um^2
  • Cell Int Power: 0.865 mW
  • Reg power frac: 50.2%
  • Leak: 0.959 nW

Setup path
  • Max incr delay on CP: 480 ps
  • Worst path bufs/invs: 2
  • Worst path slowest cell: clkdlybuf4s50_1
  • Most used cell, CP: clkdlybuf4s50_1
  • Kind of critical path: input pin to output port
  • CP Data Arrival Time: 1750 ps
  • Worst EP required: 2480 ps
  • CP delay by family, top: buffers and inverters
  • Max FO, Critical Path: 1
  • Critical-path cell list: clkdlybuf4s50_1 > nand2_1 > xor2_1 > clkdlybuf4s50_1
  • Setup crit end kind: output port
  • CP Launch Type: input pin

Die
  • Die width: 122 um
  • Num ports: 33
  • Die ar.: 14900 um^2
  • Core area: 10200 um^2
  • Fp util: 14.7%
  • Rows: 37
  • Die height: 122 um

Job
  • OpenROAD warnings: 28
  • Max-cap viol count: 0

Timing
  • Final TNS setup: 0 ps
  • Tmin final: 2370 ps
  • Hold WS: 183 ps
  • Achievable Freq: 422 MHz
  • Hold Vio Cnt, Final: 0
  • Least-Margin Pin Slew: 484 ps
  • Cycle use final: 76.4%
  • Max-slew violation count: 0
  • Max-slew headroom: 67.7%
  • RSZ-0062 raised after global routing: no
  • Final number of setup-violating endpoints: 0
  • Clock skew: 6.15 ps

Finish
  • Layout fillers: 1088
  • Layout cells sized above 1: 22.2%
  • Layout area overhead: 39.1%
  • Finished Core Util: 20.4%
  • Post-route cell area: 2090 um^2
  • Area occupied by registers: 926 um^2
  • Logic area: 533 um^2

Placement
  • HPWL Detailed: 2290 um
  • Routability cong.: 0.732
  • I/O Buffers: 32
  • Placed inst area: 1970 um^2

GRT
  • Total Routing Usage GR: 4.27%
  • First-pass GRT wire length: 5090 um
  • Vias in the first global route: 960
  • Antenna violations before repair: 0
  • Largest net degree at the start of global routing: 28
  • Remaining Overflow, GRT: 0

Hold path
  • Worst hold path type: input pin to async pin
-- kinds of logic after synthesis --
logic type	share of synthesized area [%]
XOR/XNOR	1.75
multiplexers	20.3
AND/OR/NAND/NOR	5.25
buffers and inverters	2.91
AND-OR/OR-AND	2.33
flip-flops	61.6
adder cells (fa/ha/maj)	5.83
-- final cells by class --
type                    instances  share of cell area [%]
repair buffers                 34                    15.8
clock inverters                 2                    1.80
inverters                       3                   0.539
clock buffers                   6                    3.95
well taps                     136                    8.14
flip-flops and latches         37                    44.3
multi-input cells              62                    25.5
-- final timing paths --
path                            cells past startpoint               from             endpoint  slack, ps
worst max-delay path                                4          i_clk_pol            o_spi_clk        730
worst min-delay path                                1            sys_rst              U3.q[0]        180
worst max register to register                      4  U1.o_bit_count[0]  U3.o_rx_parallel[6]       1580
worst min register to register                      1  U1.o_bit_count[0]    U1.o_bit_count[0]        490
max in group asynchronous                           2            sys_rst    U1.o_bit_count[1]       2300
min in group clk0                                   1  U1.o_bit_count[0]    U1.o_bit_count[0]        490
-- worst register-to-register path, cell delays in order, from the launching register on --
cell and delay, ps:
dfrtp_1 410, ha_1 250, ha_1 230, nand2_4 150
mux2_2 350
-- routing by layer --
metal | vias up | track usage [%] | part of all wire, %
li1 | 435 | - | -
met1 | 414 | 5.40 | 44
met2 | 26 | 6.73 | 45
met3 | 4 | 1.97 | 10
met4 | 0 | 0.596 | 1.2
met5 | - | 0 | 0
-- Yosys cell counts (2+ instances only) --
| master | instances | area [um^2] |
|---|---|---|
| buf_2 | 2 | 10.0 |
| buf_6 | 2 | 22.5 |
| dfrtp_1 | 37 | 926 |
| ha_1 | 7 | 87.6 |
| inv_1 | 3 | 11.3 |
| mux2_2 | 20 | 225 |
| mux2i_1 | 8 | 80.1 |
| nand2_1 | 8 | 30.0 |
| nor2_1 | 5 | 18.8 |
| o21ai_0 | 7 | 35.0 |
| xor2_1 | 2 | 17.5 |
-- power groups by stage --
stage	Sequential (mW)	Clock, mW	Combinational [mW]
CTS	0.557	0.447	0.127
global route	0.564	0.470	0.137
finish	0.556	0.431	0.121
-- metrics by stage --
step	std cells	setup WS, ps
after floorplan	106	1700
after global placement	272	735
after detailed placement	272	733
after CTS	280	726
after global routing	280	633
final	280	731
-- cells in the final DEF (no fill, tap or decap) --
cell / n
nand2_1: 8
and2_1: 1
ha_1: 7
clkdlybuf4s50_1: 31
bufinv_16: 1
inv_1: 3
dfrtp_1: 37
nand2_4: 1
clkinvlp_4: 1
nor2b_1: 1
nand2b_1: 1
buf_2: 1
o21ai_0: 7
clkbuf_8: 6
mux2i_1: 8
nor2_1: 5
xor2_1: 2
xnor2_1: 1
mux2_2: 20
buf_4: 2
-- flip-flops by register name (all words and copies together) (netlist names) --
name / count
U3.o_rx_parallel: 8
U2.o_tx_slv_ready: 1
U2.q: 8
U1.o_trailing_edge: 1
U1.start_capture_clk: 1
U2.o_mosi: 1
U1.o_bit_count: 3
U3.o_tx_device_ready: 1
U3.q: 8
U1.o_byte_count: 3
U1.o_spi_clk: 1
U1.o_leading_edge: 1
Power is estimated from default activity; no workload was simulated.
